==> ./design.v <==
`timescale 1ns / 1ns  
module detris(LEDR, SW, KEY, CLOCK50);
    input [9:0] SW;
	 input [3:0] KEY;
	 input CLOCK50;
    output [9:0] LEDR;
	 blocks my_next_blocks(.out(LEDR[2:0]), .hold(LEDR[5:3]), .ShiftRight(KEY[2]), .clk(CLOCK50), .reset_n(KEY[0]),.swap(KEY[1]));
endmodule
module flipflop3Bit(q, d, clock, reset_n); 
	input [2:0]d;
	input clock, reset_n;
	output reg [2:0]q;
	always @(posedge clock)	 
	begin
		if(reset_n == 1'b0)	 
			q <= 0;				 
		else						 
			q <= d;				 
	end
endmodule
module mux2to1(x, y, s, m);
    input x;  
    input y;  
    input s;  
    output m;  
    assign m = s & y | ~s & x;
endmodule
module random_generator_06(clk, out);
	input clk;
	output reg [2:0]out;
	always @(posedge clk)
	begin
	out <= (out == 3'b111) ? 0 : out+1'b1;
	end
endmodule
module shifter3Bit(load_val, load_n, shift, in, out, clk, reset_n);
	input [2:0]load_val;
	input load_n, shift, in, clk, reset_n;
	output [2:0]out;
	wire wire_ShiftOut, wireLoadOut;
	mux2to1 shift_mux(
			.x(out),
			.y(in),
			.s(shift),
			.m(wire_ShiftOut)
			);
	mux2to1 load_mux(
			.x(load_val),
			.y(wire_ShiftOut),
			.s(load_n),
			.m(wire_LoadOut)
			);
	flipflop3Bit shift_flipflop(
				.q(out),
				.d(wire_LoadOut),
				.clock(clk),
				.reset_n(reset_n)
				);
endmodule
module blocks(out, hold, ShiftRight, clk, reset_n, swap);
	input ShiftRight, clk, reset_n, swap;
	output[2:0] out, hold;
	wire [2:0]w01, w12, w23, w34, wBlockGen;
	random_generator_06 block_gen(.clk(clk), .out(wBlockGen));
	shifter3Bit n0(.load_val(hold), .load_n(swap), .shift(1'b1), .in(w01), .out(out), .clk((ShiftRight ~^ swap)), .reset_n(reset_n));
	shifter3Bit n1(.load_n(1'b1), .shift(1'b1), .in(w12), .out(w01), .clk(ShiftRight & (~swap)), .reset_n(reset_n));
	shifter3Bit n2(.load_n(1'b1), .shift(1'b1), .in(w23), .out(w12), .clk(ShiftRight & (~swap)), .reset_n(reset_n));
	shifter3Bit n3(.load_n(1'b1), .shift(1'b1), .in(w34), .out(w23), .clk(ShiftRight & (~swap)), .reset_n(reset_n));
	shifter3Bit n4(.load_n(1'b1), .shift(1'b1), .in(wBlockGen), .out(w34), .clk(ShiftRight & (~swap)), .reset_n(reset_n));
	shifter3Bit h0(.load_val(out), .load_n(swap), .shift(1'b0), .out(hold), .clk((~ShiftRight) & swap), .reset_n(reset_n));
endmodule
==> ./run.sh <==
#!/bin/bash
# OpenROAD 26Q1-2900-gdf79404cd8, Yosys 0.63+post, stock flow scripts
make -C /OpenROAD-flow-scripts/flow DESIGN_CONFIG=/design/flow/config.mk WORK_HOME=/design/flow/orfs finish
==> ./config.mk <==
export PLATFORM = sky130hd
export DESIGN_NAME = detris
export DESIGN_NICKNAME = detris
export VERILOG_FILES = /design/flow/design.v
export SDC_FILE = /design/flow/constraint.sdc
export NUM_CORES = 4
export LEC_CHECK = 1
export CORE_AREA = 10 10 70 70
export DIE_AREA = 0 0 80 80
==> ./constraint.sdc <==
current_design detris

set clk_period 1.0
set clk_io_pct 0.2

create_clock -name clk0 -period $clk_period [get_ports {CLOCK50}]

set non_clock_inputs [all_inputs -no_clocks]
set_input_delay [expr $clk_period * $clk_io_pct] -clock clk0 $non_clock_inputs
set_output_delay [expr $clk_period * $clk_io_pct] -clock clk0 [all_outputs]
==> run summary <==
Implementation numbers.

- The flow ran to the end, and the final reports show no timing, DRC or antenna violations.
- The floorplan die area is 6400 µm².
- The cell-mix breakdown from Yosys lists the compound-gate area share as 0%.
- The first global-routing pass estimated 959 µm of wire.
- The leakage power is 0.215 nW.
- The number of iterations in the first detailed-routing pass is 2.
- Before placement the cells fill 11.4% of the core.
- The met3 capacity usage during global routing is 0.909%.
- Clock-pin slew was measured on the worst setup and hold paths at 0.04 ns.
- The clock tree buffer depth is 2.
- The clock tree from TritonCTS is done.
- The clock insertion delay at the later pin of the skew report is 0.23 ns.
- Subtracting the final worst setup slack from the clock period gives 0.929 ns.
- Summing the areas of all xor and xnor instances in the mapped netlist gives 0% of the synthesized area.
- The detailed placement HPWL is 474 µm.
- The area fraction of the dominant cell type after synthesis is 46.2%.
- Pin placement for this block handled 25 I/O pins.
- STA classifies the critical path endpoint as a flop.
- The synthesized design spends more area on one cell type than any other, namely sky130_fd_sc_hd__dfxtp_1.
- Static timing analysis puts the maximum clock frequency at 1080 MHz.
- The wire length reported by the detailed router is 558 µm.
- The worst setup path is launched from a flop.
- The clock tree root driver cell is sky130_fd_sc_hd__clkbuf_4.
- In the Yosys stats the netlist draws on 9 distinct library cells.
- The initial antenna violation count came to 0.
- Per the run summary, max-cap violations total 0.
- The critical path class is reg -> reg.
- The initial detailed-routing violation count is 9.
- The class of the tightest hold or removal check is reg -> reg.
- The maximum level of the CTS H-tree is 1.
- The part of the cycle the worst path needs is 92.9%.
- Ranked by total cell area, the synthesized netlist is headed by sky130_fd_sc_hd__dfxtp_1 (46%), sky130_fd_sc_hd__buf_4 (19%), sky130_fd_sc_hd__ha_1 (13%), sky130_fd_sc_hd__and2_1 (6.4%), sky130_fd_sc_hd__nor2b_1 (6.4%).
- The synthesized netlist cell count is 37.
- After layout, the worst setup slack is 0.0712 ns.
- The signal arrival time at the worst endpoint is 1.10 ns.
- The part of the Yosys area used for sequential elements is 46.2%.
- The all-layer global routing usage is 1.86%.
- Setup repair after global routing left no endpoint under its margin.
- The synthesis log from Yosys contains 15 warnings.
- The average vias per placed instance is 2.34.
- The count of buffers added by post-CTS timing repair for setup is 0.
- The timer found 6 register pins that no clock reaches; their paths are not timed.
- The layout report lists the combined flip-flop and latch area as 181 µm².
- The share of cells above drive strength 1 is 15.9%.
- According to the floorplan log, the row count is 21.
- The number of warning messages in the logs is 37.
- The setup-violating endpoint count in the final report is 0.
- In the final layout, the multi-input gates occupy 169 µm².
- For this design, Yosys synthesis ends with a cell count of 37.
- The core area is 3420 µm².
- The number of hold-slack violations in the final timing report is 0.
- At the worst endpoint, the required time is 1.17 ns.
- In this run, the synthesized area fraction spent on adder and majority cells is recorded as 12.8%.
- Measured on the finished design, the core utilization comes to 14.6%.
- Per the detail_route report, routed wire per instance is 6.20 µm.
- The final weighted congestion in routability-driven placement is 0.676.
- The tally of nets with antenna violations remaining after routing is 0.
- The count of input and output buffers is 5.
- Summing all multiplexer cells gives an area fraction of 5.13%.
- Per the detail_route report, DRC violations left total 0.
- The vertical die dimension reported for this design is 80 µm.
- Synthesis inferred 9 register bits.
- The post-synthesis chip area from yosys is 390 µm².
- The layer with the highest usage after global routing is met2.
- The worst clock skew is 0.00132 ns.
- The largest family of logic cells by area is buffers and inverters.
- The pin count of the biggest net entering global routing is 7.
- The met1 routing resource usage after global routing is 2.00%.
- The total power is 0.000375 W.
- The power per cell area is 751 nW/µm².
- The number of buffers added to fix hold violations after cts is 0.
- The critical path maximum fanout is 2.
- The total antenna diodes in the routed design is 0.
- The number of vias after detailed routing is 211.
- The worst slack at placement is -0.0289 ns.
- The total overflow left after global routing is 0.
- The via count of the first global-routing pass is 226.
- The synthesized netlist devotes 13.8% of its cell area to simple gates.
- The signed area change from the synthesized netlist to the final layout is 27.9%.
- The horizontal die size is 80 µm.
- Each instance of the synthesized netlist takes up on average 10.6 µm².
- The met2 capacity usage during global routing is 2.97%.
- The filler cells instantiated in the layout total 401.
- The final count of pins violating max slew is 0.
- In this run the cell area of the synthesized design comes to 390 µm².
- Counting the buffers created by CTS gives 3.
- IR analysis of the VDD net gives a maximum drop of 0.169 mV.
- The count of endpoints without a timing constraint is 8.
stage by stage:
stage                     TNS, ns  instances  hold slack, ns  cell area [µm²]
after detailed placement  -0.0289         86           0.505              457
after floorplan                 0         44           0.413              417
after CTS                       0         90           0.515              485
after global routing            0         90           0.518              499
final                           0         90           0.487              499
after global placement          0         86           0.498              457
area by class of cell:
class,instances,share of cell area [%]
well taps,46,11.5
flip-flops and latches,9,36.3
repair buffers,6,11.5
clock buffers,4,5.26
inverters,2,1.50
multi-input cells,23,33.8
report_power, final:
part | total (W) | leakage (nW) | internal [W] | switching (W)
clock network | 0.000213 | 0.0150 | 0.000150 | 0.0000631
logic | 0.0000279 | 0.127 | 0.0000159 | 0.0000120
registers | 0.000134 | 0.0730 | 0.000134 | 0
total | 0.000375 | 0.215 | 0.000300 | 0.0000751
kinds of logic after synthesis:
family | count (synthesis)
adders and majority gates | 4
buffers and inverters | 12
DFF | 9
muxes | 2
other | 1
and+or+nand+nor | 9
layout by cell type (no fill, tap or decap):
master / Yosys / final
sky130_fd_sc_hd__conb_1: 1 / 8
sky130_fd_sc_hd__dfxtp_2: 0 / 1
sky130_fd_sc_hd__clkdlybuf4s50_1: 0 / 5
sky130_fd_sc_hd__ha_2: 0 / 1
sky130_fd_sc_hd__ha_4: 0 / 1
sky130_fd_sc_hd__clkbuf_1: 0 / 1
sky130_fd_sc_hd__mux2i_1: 2 / 2
sky130_fd_sc_hd__nor2b_1: 4 / 4
sky130_fd_sc_hd__and2_1: 4 / 4
sky130_fd_sc_hd__inv_1: 2 / 2
sky130_fd_sc_hd__nor2_1: 1 / 1
sky130_fd_sc_hd__ha_1: 4 / 2
sky130_fd_sc_hd__dfxtp_1: 9 / 8
sky130_fd_sc_hd__clkbuf_4: 0 / 3
sky130_fd_sc_hd__buf_4: 10 / 1
worst max-delay path, stage by stage (launching register included):
cell                      delay [ns]
sky130_fd_sc_hd__dfxtp_2        0.31
sky130_fd_sc_hd__ha_2           0.19
sky130_fd_sc_hd__ha_4           0.25
sky130_fd_sc_hd__nor2b_1        0.12
cell usage after synthesis:
master                    count
sky130_fd_sc_hd__mux2i_1      2
sky130_fd_sc_hd__and2_1       4
sky130_fd_sc_hd__conb_1       1
sky130_fd_sc_hd__inv_1        2
sky130_fd_sc_hd__ha_1         4
sky130_fd_sc_hd__nor2_1       1
sky130_fd_sc_hd__buf_4       10
sky130_fd_sc_hd__nor2b_1      4
sky130_fd_sc_hd__dfxtp_1      9
worst paths after layout:
| kind | startpoint | cells after the start | end | slack, ns |
|---|---|---|---|---|
| min | my_next_blocks.block_gen.out[0]$_SDFF_PN0_ | 2 | my_next_blocks.block_gen.out[0]$_SDFF_PN0_ | 0.49 |
| min reg2reg | my_next_blocks.block_gen.out[0]$_SDFF_PN0_ | 2 | my_next_blocks.block_gen.out[0]$_SDFF_PN0_ | 0.49 |
| max | my_next_blocks.block_gen.out[0]$_SDFF_PN0_ | 3 | my_next_blocks.block_gen.out[2]$_SDFF_PN0_ | 0.07 |
| max reg2reg | my_next_blocks.block_gen.out[0]$_SDFF_PN0_ | 3 | my_next_blocks.block_gen.out[2]$_SDFF_PN0_ | 0.07 |
routing by layer:
| layer | vias to the layer above | wire (µm) |
|---|---|---|
| met5 | - | 0 |
| met4 | 0 | 16 |
| met3 | 2 | 59 |
| met2 | 10 | 241 |
| met1 | 91 | 241 |
| li1 | 108 | - |
what timing repair did:
| action | CTS | global route |
|---|---|---|
| hold endpoints to repair | 0 | 0 |
| setup endpoints to repair | 1 | 1 |
| pin swaps | 1 | 0 |
| resized | 1 | 2 |
Power and IR drop assume default switching activity.
