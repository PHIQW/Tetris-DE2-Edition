**design.v**
```verilog
module rateDivider50MHz(divOut, enable, digitControl, clock50M, clear_b);
		input enable, clock50M, clear_b;
		input [1:0] digitControl;
		output divOut;
		reg [27:0] count;
		assign divOut = (count == 28'b0) ? 1 : 0;
		always @(posedge clock50M)
		begin
			if((clear_b == 1'b0) || (count == 0))
			begin
				case(digitControl)
					2'b00: count <= 28'd24999999; 
					2'b01: count <= 28'd49999999; 
					2'b10: count <= 28'd99999999; 
					2'b11: count <= 28'd199999999; 
				endcase
			end
			else if(enable == 1'b1)
				count <= count - 1'b1;
		end
endmodule
module counter4bit(q, clock, Clear_b, Enable);
	input clock, Clear_b, Enable;
	output reg [3:0] q;  
	always @(posedge clock, negedge Clear_b)  
	begin
		if (Clear_b == 1'b0)  
			q <= 4'b0000;  
		else if (Enable == 1)  
			q <= q + 1'b1;  
	end
endmodule
```
**run.sh**
```bash
#!/bin/bash
# OpenROAD 26Q1-2900-gdf79404cd8, Yosys 0.63+post, stock flow scripts
make -C /OpenROAD-flow-scripts/flow DESIGN_CONFIG=/design/flow/config.mk WORK_HOME=/design/flow/orfs finish
```
**config.mk**
```make
export PLATFORM = sky130hd
export DESIGN_NAME = rateDivider50MHz
export DESIGN_NICKNAME = rateDivider50MHz
export VERILOG_FILES = /design/flow/design.v
export SDC_FILE = /design/flow/constraint.sdc
export NUM_CORES = 4
export LEC_CHECK = 1
export CORE_AREA = 10 10 102 102
export DIE_AREA = 0 0 112 112
```
**constraint.sdc**
```tcl
current_design rateDivider50MHz

set clk_period 13.3
set clk_io_pct 0.2

create_clock -name clk0 -period $clk_period [get_ports {clock50M}]

set non_clock_inputs [all_inputs -no_clocks]
set_input_delay [expr $clk_period * $clk_io_pct] -clock clk0 $non_clock_inputs
set_output_delay [expr $clk_period * $clk_io_pct] -clock clk0 [all_outputs]
```
==> results.sh <==
# physical design summary
export IMPL_status="finished clean"
export IMPL_synth_top_cell_area_share=0.514
export IMPL_drt_initial_drc_count=108
export IMPL_htreeDepth=1
export IMPL_ys_ff=28
export IMPL_place_hpwl_um=1990
export IMPL_grt_pass1_vias=1079
export IMPL_p_total_uw=172
export IMPL_p_leak_uw=0.000525
export IMPL_gp_congestion=0.724
export IMPL_drt_pass1_iterations=4
export IMPL_path_max_fanout=12
export IMPL_edf_count=28
export IMPL_layout_min_cycle_time_ns=5.34
export IMPL_avgSynthCellArea_um2=11.1
export IMPL_post_cts_buffers=0
export IMPL_drv_cap=0
export IMPL_wl_um=2920
export IMPL_grt_overflow=0
export IMPL_max_freq_mhz=187
export IMPL_worst_hold_path_type="reg -> reg"
export IMPL_hold_viol_final=0
export IMPL_slew_headroom=0.604
export IMPL_die_w_um=112
export IMPL_tns_ns=0
export IMPL_port_buffers=5
export IMPL_post_cts_resized=0
export IMPL_fin_ws_ns=7.96
export IMPL_ys_flop_type="edfxtp_1"
export IMPL_clock_skew_final_ns=0.00806
export IMPL_fin_hold_ws_ns=0.632
export IMPL_top_register="count"
export IMPL_cts_tree="built"
export IMPL_drive_above_1_share=0.0733
export IMPL_hold_depth=2
export IMPL_die_area_mm2=0.0125
export IMPL_yosys_area_mm2=0.00164
export IMPL_ctsRootBufferMaster="clkbuf_8"
export IMPL_reg2reg_from="count[12]"
export IMPL_syn_to_final_growth_pct=11.2
export IMPL_cp_end_kind="primary output"
export IMPL_tightest_slew_ns=0.592
export IMPL_worstPathArrival_ns=2.68
export IMPL_setup_violations_final=0
export IMPL_fp_coreArea_mm2=0.00822
export IMPL_std_cell_rows=33
export IMPL_p_per_area_mw_per_mm2=94.4
export IMPL_hold_end="count[22]"
export IMPL_r2r_end="count[16]"
export IMPL_drt_vias_per_instance=4.16
export IMPL_tool_warnings=26
export IMPL_yosysWarningCount=1
export IMPL_syn_cell_area_mm2=0.00164
export IMPL_grt_start_max_net_pins=34
export IMPL_top_regs="count (28)"
export IMPL_async_reset_ff_frac=0
export IMPL_largest_reg_flops=28
export IMPL_antenna_left=0
export IMPL_rsz0062_at_grt="no"
export IMPL_cp_start_kind="register"
export IMPL_crit_required_ns=10.64
export IMPL_clockBufferDepth=2
export IMPL_drc=0
export IMPL_grtUsageTotal=0.0485
export IMPL_critical_path_class="reg -> out"
export IMPL_pre_cts_ws_ns=8.24
export IMPL_vias=1061
export IMPL_clkSinkCount=28
export IMPL_wl_per_cell_um=11.4
export IMPL_ys_cells=147
export IMPL_r2r_slack_ns=10.31
export IMPL_synth_cell_type_count=37
export IMPL_r2r_cells=5
export IMPL_holdBufCountCts=0
export IMPL_synth_area_leader_cell="edfxtp_1"
export IMPL_clk_pin_slew_ns=0.10
export IMPL_yosysSeqAreaShare=0.514
export IMPL_antenna_found_initial=0
export IMPL_clock_latency_ns=0.27
export IMPL_worstHoldStart="count[22]"
export IMPL_cts_made_buffers=3
export IMPL_boundaryPins=6
export IMPL_initCoreUtil=0.199
export IMPL_ys_top_cells_by_area="edfxtp_1 (51%), xnor2_1 (9.1%), a21oi_1 (3.4%), nor3_1 (3.1%), nand2_1 (3.0%)"
export IMPL_slew_viol_final=0
export IMPL_n_antenna_cell=0
export IMPL_ir_drop_mv=0.0288
export IMPL_top_cells_by_count="edfxtp_1 (28), xnor2_1 (17), nand2_1 (13), a21oi_1 (11), nor3_1 (10)"
export IMPL_die_h_um=112
export IMPL_syn_instance_count=147
export IMPL_fin_crit_sh=0.402
export IMPL_post_synth_top_count_cell="edfxtp_1"
export IMPL_grt_first_pass_wirelength_um=5250
power breakdown:
group          total (µW)  internal (µW)  leakage, µW  switching (µW)
sequential            110            104     0.000258            5.20
clock                46.0           20.7    0.0000231            25.3
combinational        16.0           7.40     0.000244            8.65
total                 172            132     0.000525            39.2
logic make-up after synthesis:
logic type	after synthesis	share of synthesized area
simple gates	59	0.206
flops	28	0.514
compound gates	23	0.0940
xor+xnor	21	0.112
buf+inv	11	0.0405
mux	3	0.0183
fa+ha+maj	2	0.0153
layout make-up:
| class | instances | area, µm² |
|---|---|---|
| fillers | 867 | 6400 |
| flip-flops and latches | 28 | 841 |
| clock buffers | 3 | 41.3 |
| clock inverters | 1 | 3.75 |
| multi-input cells | 108 | 729 |
| repair buffers | 6 | 57.6 |
| inverters | 4 | 15.0 |
| well taps | 105 | 131 |
placed cells by master (no fill, tap or decap), types with 5 or more instances in the layout:
master,count
nor3_1,10
or4_1,5
xnor2_1,17
edfxtp_1,28
a21oi_1,11
clkdlybuf4s50_1,5
nor2_1,9
nand2_1,13
worst max-delay path, cell delays in order (launching register included):
cell,delay (ns)
edfxtp_1,0.42
or4_1,0.63
or4_4,0.62
nor3_1,0.25
clkdlybuf4s50_1,0.50
stage by stage:
stage / cells / cell area, µm² / util
floorplan: 147 / 1640 / -
global placement: 251 / 1770 / 0.216
detailed placement: 251 / 1770 / 0.216
CTS: 255 / 1820 / 0.221
global route: 255 / 1820 / 0.221
finish: 255 / 1820 / 0.221
worst max-delay path by stage:
stage	start	end	cells past startpoint
CTS	count[12]	divOut	4
global route	count[12]	divOut	4
finish	count[12]	divOut	4
layer usage:
| layer | vias to the layer above | global-route usage | wire (µm) |
|---|---|---|---|
| li1 | 549 | - | - |
| met1 | 494 | 0.0714 | 1480 |
| met2 | 18 | 0.0680 | 1230 |
| met3 | 0 | 0.0190 | 202 |
| met4 | 0 | 0.00592 | 0 |
| met5 | - | 0 | 0 |
Power is estimated from default activity; no workload was simulated.
